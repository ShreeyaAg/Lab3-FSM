===== ./design.v =====
module lfsr(
    input   logic       clk,         
    input   logic       rst,         
    input   logic       en,          
    output  logic [3:0] data_out     
);
logic [4:1] sreg;  
always_ff @(posedge clk, posedge rst)  
    if (rst)
        sreg <= 4'b1;  
    else if (en == 1)
        sreg <= {sreg[3:1], sreg[4] ^ sreg[3]};
assign data_out = sreg;
endmodule

===== ./run.sh =====
#!/bin/bash
# OpenROAD 26Q1-2900-gdf79404cd8, Yosys 0.63+post, stock flow scripts
make -C /OpenROAD-flow-scripts/flow DESIGN_CONFIG=/design/flow/config.mk WORK_HOME=/design/flow/orfs finish

===== ./config.mk =====
export PLATFORM = sky130hd
export DESIGN_NAME = lfsr
export DESIGN_NICKNAME = lfsr
export VERILOG_FILES = /design/flow/design.v
export SDC_FILE = /design/flow/constraint.sdc
export NUM_CORES = 4
export LEC_CHECK = 1
export CORE_AREA = 10 10 70 70
export DIE_AREA = 0 0 80 80

===== ./constraint.sdc =====
current_design lfsr

set clk_period 1.2
set clk_io_pct 0.2

create_clock -name clk0 -period $clk_period [get_ports {clk}]

set non_clock_inputs [all_inputs -no_clocks]
set_input_delay [expr $clk_period * $clk_io_pct] -clock clk0 $non_clock_inputs
set_output_delay [expr $clk_period * $clk_io_pct] -clock clk0 [all_outputs]

==> notes.md <==
Results of an implementation run.

The global routing's busiest layer is met2. Once synthesis finished, the tally of register bits stood at 4. The clock skew after layout is 0.00879 ns. The global routing report lists combined usage of all routing layers as 1.60%.

For this design, the slowest cell found on the critical path is sky130_fd_sc_hd__dfrtp_1. The first-pass GRT wire length is 710 um. The synthesized netlist occupies a cell area of 156 um2. The clock root buffer is sky130_fd_sc_hd__clkbuf_4.

In this run the tool buffered the top-level ports with 6 buffer cells. The wire length after detailed routing is 451 um. The end-of-flow timing check tallies setup violations at 0.

The die is 80 um tall. The via density per instance is 1.97. The number of CTS-inserted buffers is 3. The number of clock sinks is 4.

In the floorplan report the effective utilization is 4.58%. The destination of the worst register-to-register timing path is sreg[4]. The pin count of the biggest net entering global routing is 5. The global placement routability congestion is 0.657.

The tally of nets with antenna violations remaining after routing is 0. For the worst setup path, the data required time is 0.96 ns. For the final routed database, the setup TNS stands at 0 ns. The cell family contributing the most delay on the critical path is flip-flops. The violation tally recorded at the end of detailed-routing iteration 0 is 7. On the worst path, the slowest cell contributes a delay of 0.37 ns. On met3, the global router reports a usage of 2.05%.

The registers reported with the highest flop counts are sreg: 4 flops. The ratio of cells with drive above 1 in the final layout is 45.8%. The share of the synthesized area in the top cell type is 48.0%. STA shows the worst reg2reg path with a cell count of 2. The unique cell type count in the Yosys netlist is 7. TritonCTS built the clock tree.

The max-slew violation count is 0. The core outline area is 3420 um2. Across all checked pins, the minimum headroom to the slew limit is 88.3%. The number of search-and-repair iterations in the first detailed-routing pass is 2. Setup repair after global routing left no endpoint under its margin. The timing report gives the worst reg2reg path a setup slack of 0.32 ns. The met2 capacity usage during global routing is 2.09%.

By area the synthesized netlist is led by sky130_fd_sc_hd__dfrtp_1 48%, sky130_fd_sc_hd__mux2_2 22%, sky130_fd_sc_hd__dfstp_2 17%, sky130_fd_sc_hd__xnor2_1 5.6%, sky130_fd_sc_hd__a21oi_1 3.2%. For reference, the most critical setup path is categorized as flip-flop to output pin. For the finished layout, the period the worst path requires is 1.10 ns.

The initial antenna violation count is 0. The arrival time of the worst setup path is 0.86 ns. OpenROAD reports that the post-layout worst path occupies 91.7% of the period. The final route contains 138 vias. The level count of the clock H-tree is 1. Per the detail_route report, DRC violations left total 0. The half-perimeter wire length after detailed placement is 365 um. The final hold violation count recorded for this run is 0. For this run, the number of Yosys warnings is 1. The fill cell total of the finished layout is 403. The worst path buffer plus inverter count is 1. The logs give a warning total of 25.

The flow ran to the end, and the final reports show no timing, DRC or antenna violations. The biggest area contributor in the post-synthesis netlist is sky130_fd_sc_hd__dfrtp_1. The later pin in the worst-skew pair is clocked with a latency of 0.24 ns. The share of synthesized area occupied by flip-flops and latches is 64.8%. The row count is 21. The die outline area is 6400 um2. Synthesis produced 11 cells.

The largest register by flop count is sreg. The number of buffers inserted for hold repair after clock tree synthesis is 0. The global routing met1 resource utilization is 1.60%. STA classifies the critical path endpoint as an output pin. The total antenna diodes in the routed design is 0.

In this run the layout overhead on the synthesized area is reported as 101%. The mean instance size in the synthesized netlist is 14.2 um2. The total congestion overflow after global routing is 0. Across the VDD grid, the largest voltage drop is 0.000357 V. The total power density per cell area is 2190 nW/um2. The flip-flop count of the largest register after layout is 4. The post-placement cell area is 282 um2. The maximum fanout encountered on the critical timing path is 3. TritonRoute output was used to compute an average wire per cell of 6.44 um. For the worst reg-to-reg path, the startpoint reported by OpenROAD is sreg[3].

The via count of the first global-routing pass was 150. The class of the tightest hold or removal check is primary input to asynchronous set/reset pin. Post-synthesis, Yosys gives the total cell area as 156 um2. The number of primary I/O pins is 7. In the CTS report, the clock slew at the register clock pins of the worst setup and hold paths is listed as 0.05 ns. The critical path launch point type is a flip-flop. The synthesized netlist was found by Yosys to have 11 cells. The maximum number of buffers from clock root to sink is 2. The number of max-cap violations is 0.

The static leakage power is 0.120 nW. Measured along the x axis, the die boundary spans 80 um. Summing all non-filler instances in the final layout gives an area of 314 um2. The actual transition at the worst max-transition pin is 0.176 ns. The top achievable clock speed is 909 MHz. Per STA, the worst path is made up of dlygate4sd2_1.
## worst max path at each step
stage | slack, ns | end | startpoint | depth (start not counted)
after CTS | 0.08 | data_out[1] | sreg[2] | 1
after global routing | 0.04 | data_out[1] | sreg[2] | 1
final | 0.10 | data_out[1] | sreg[2] | 1
## metal layers
metal  up-vias  share of wire (%)
li1         62                  -
met1        69                 44
met2         7                 41
met3         0                 15
met4         0                  0
met5         -                  0
## through the flow
step / cells / utilization (%) / setup WS [ns] / power, mW / hold slack [ns]
global route: 70 / 9.19 / 0.0414 / 0.753 / 0.189
floorplan: 11 / - / 0.453 / 0.336 / 0.00536
CTS: 70 / 9.19 / 0.0776 / 0.713 / 0.174
global placement: 64 / 8.24 / -0.0771 / 0.510 / 0.443
finish: 70 / 9.19 / 0.100 / 0.687 / 0.174
detailed placement: 64 / 8.24 / -0.0735 / 0.515 / 0.440
## what timing repair did
action | 4_1_cts | 5_1_grt
resized | 6 | 0
setup endpoints to repair | 4 | 0
buffers inserted | 2 | 0
## final cells by class
cell class	count	area [um2]	area share, %
Clock buffer	4	26.3	8.37
Inverter	1	3.75	1.20
Multi-Input combinational cell	6	51.3	16.3
Sequential cell	4	101	32.3
Tap cell	46	57.6	18.3
Timing Repair Buffer	9	73.8	23.5
## power by group
group	switching, mW	internal [mW]
sequential	0.0333	0.215
combinational	0.0749	0.172
clock	0.0664	0.125
total	0.175	0.512
## layout by cell type, fill, tap and decap left out
cell type / count
sky130_fd_sc_hd__dlygate4sd2_1: 3
sky130_fd_sc_hd__buf_4: 3
sky130_fd_sc_hd__buf_2: 1
sky130_fd_sc_hd__dfstp_2: 1
sky130_fd_sc_hd__clkbuf_4: 3
sky130_fd_sc_hd__mux2_2: 3
sky130_fd_sc_hd__xnor2_1: 1
sky130_fd_sc_hd__inv_1: 1
sky130_fd_sc_hd__a21oi_1: 1
sky130_fd_sc_hd__dfrtp_1: 3
sky130_fd_sc_hd__clkbuf_1: 1
sky130_fd_sc_hd__nor2_1: 1
sky130_fd_sc_hd__clkdlybuf4s50_1: 2
## synthesized netlist by cell type, drive strengths merged
| master | number |
|---|---|
| dfstp | 1 |
| nor2 | 1 |
| dfrtp | 3 |
| inv | 1 |
| xnor2 | 1 |
| a21oi | 1 |
| mux2 | 3 |
## logic make-up after synthesis
logic type                after synthesis  share of synthesized area (%)
DFF                                     4                           64.8
AOI/OAI and AO/OA                       1                           3.20
and+or+nand+nor                         1                           2.40
xor gates and xnor gates                1                           5.60
muxes                                   3                           21.6
buffers and inverters                   1                           2.40
Power figures rest on the tool's default switching activity, not on a simulated workload.
